**./config.mk**
```make
export PLATFORM = sky130hd
export DESIGN_NAME = uart
export DESIGN_NICKNAME = uart
export VERILOG_FILES = /design/flow/design.v
export SDC_FILE = /design/flow/constraint.sdc
export NUM_CORES = 4
export LEC_CHECK = 1
export CORE_UTILIZATION = 50
```
**./constraint.sdc**
```tcl
current_design uart

set clk_period 5.4
set clk_io_pct 0.2

create_clock -name clk0 -period $clk_period [get_ports {i_clk}]

set non_clock_inputs [all_inputs -no_clocks]
set_input_delay [expr $clk_period * $clk_io_pct] -clock clk0 $non_clock_inputs
set_output_delay [expr $clk_period * $clk_io_pct] -clock clk0 [all_outputs]
```
**./design.v**
```verilog
module baud_rate_generator#(
  parameter CLK_FREQ = 50_000_000,
  parameter BAUD_RATE = 1200, 
  parameter SAMPLING_RATE = 16,
  parameter MAX_TICKS = (CLK_FREQ + BAUD_RATE*SAMPLING_RATE - 1) / (BAUD_RATE*SAMPLING_RATE),
  parameter COUNT_WIDTH = $clog2(MAX_TICKS)
)(
  input  wire       i_clk,
  input  wire       i_rst_n,
  input  wire [1:0] i_bd_rate,
  output wire       o_tick
);
  reg [13:0] baud_rate;
  wire [17:0] denomenator;
  wire [COUNT_WIDTH-1:0] max_ticks;
  reg [COUNT_WIDTH-1:0] counter;
  always @(*) begin
    case (i_bd_rate)
      2'b00:   baud_rate = 1200;
      2'b01:   baud_rate = 2400;
      2'b10:   baud_rate = 4800;
      2'b11:   baud_rate = 9600;
      default: baud_rate = 9600;
    endcase
  end
  assign denomenator = baud_rate*SAMPLING_RATE;
  assign max_ticks = (CLK_FREQ + denomenator - 1) / (denomenator);
  always @(posedge i_clk, negedge i_rst_n) begin
    if(!i_rst_n)
      counter <= 0;
    else if(counter == max_ticks)
      counter <= 0;
    else
      counter <= counter + 1;
  end
  assign o_tick = (counter == max_ticks);
endmodule
module fifo#(
  parameter WIDTH = 8,
  parameter DEPTH = 8
)(
  input wire              i_clk,
  input wire              i_rst_n,
  input wire  [WIDTH-1:0] i_wr_data,
  input wire              i_wr,
  input wire              i_rd,
  output wire [WIDTH-1:0] o_rd_data,
  output wire             o_full,
  output wire             o_empty
);
  reg [WIDTH-1:0] mem [0:DEPTH-1];
  reg [$clog2(DEPTH):0] wr_ptr, rd_ptr;
  assign o_full  = (wr_ptr[$clog2(DEPTH)] != rd_ptr[$clog2(DEPTH)]) && (wr_ptr[$clog2(DEPTH)-1:0] == rd_ptr[$clog2(DEPTH)-1:0]);
  assign o_empty = (rd_ptr == wr_ptr);
  always @(posedge i_clk, negedge i_rst_n) begin
    if(!i_rst_n) begin
      wr_ptr <= 'b0;
    end
    else if(i_wr && !o_full) begin
      mem[wr_ptr[$clog2(DEPTH)-1:0]] <= i_wr_data;
      wr_ptr <= wr_ptr + 1;
    end
    else if(i_wr && i_rd) begin
      mem[wr_ptr[$clog2(DEPTH)-1:0]] <= i_wr_data;
      wr_ptr <= wr_ptr + 1;
    end
  end
  assign o_rd_data = mem[rd_ptr[$clog2(DEPTH)-1:0]];
  always @(posedge i_clk, negedge i_rst_n) begin
    if(!i_rst_n) begin
      rd_ptr <= 'b0;
    end
    else if(i_rd && !o_empty) begin
      rd_ptr <= rd_ptr + 1;
    end
    else if(i_wr && i_rd) begin
      rd_ptr <= rd_ptr + 1;
    end
  end
endmodule
module rx#(
  parameter DBITS = 8,
  parameter SBITS = 2,
  parameter SAMPLING_RATE = 16
)(
  input  wire             i_clk,
  input  wire             i_rst_n,
  input  wire             i_rx,
  input  wire             i_s_tick,
  input  wire             i_d_num,
  input  wire             i_s_num, 
  input  wire [1:0]       i_par,
  output wire [2:0]       o_err,         
  output wire             o_rx_done,
  output wire [DBITS-1:0] o_rx_data
);
  localparam SB_TICKS = SBITS * SAMPLING_RATE;
  localparam [2:0]  IDLE  = 3'b000,
                    START = 3'b001,
                    DATA  = 3'b010,
                    PRTY  = 3'b011,
                    STOP  = 3'b100;
  wire [$clog2(SAMPLING_RATE*2):0] sb_ticks;
  wire [DBITS-1:0] dbits;
  reg stop_err, start_err, parity_err;
  reg stop_check, start_check, parity_check;
  reg [2:0] state_reg, state_next;
  reg [$clog2(SAMPLING_RATE*2)-1:0] s_reg, s_next;
  reg [$clog2(DBITS)-1:0] n_reg, n_next;
  reg [DBITS-1:0] b_reg, b_next;
  reg rx_done;
  assign sb_ticks = SAMPLING_RATE << i_s_num;
  assign dbits = i_d_num? 8'd8 : 8'd7;
  assign o_err = {stop_err, parity_err, start_err};
  always @(posedge i_clk, negedge i_rst_n) begin
    if(!i_rst_n)
      start_err <= 1'b0;
    else if(start_check)
      start_err <= (i_rx == 1'b0)? 1'b0 : 1'b1;
  end
  always @(posedge i_clk, negedge i_rst_n) begin
    if(!i_rst_n)
      stop_err <= 1'b0;
    else if(stop_check)
      stop_err <= (i_rx == 1'b1)? 1'b0 : 1'b1;
  end
  always @(posedge i_clk, negedge i_rst_n) begin
    if(!i_rst_n)
      parity_err <= 1'b0;
    else if(parity_check)
      case({i_par, i_d_num})
        2'b00:   parity_err <= ~^({o_rx_data[DBITS-2:0], i_rx});     
        2'b01:   parity_err <= ~^({o_rx_data, i_rx});                
        2'b10:   parity_err <= ^({o_rx_data[DBITS-2:0], i_rx});      
        2'b11:   parity_err <= ^({o_rx_data, i_rx});                 
        default: parity_err <= 1'b0;
      endcase
  end
  always @(posedge i_clk, negedge i_rst_n) begin
    if(!i_rst_n) begin
      state_reg <= IDLE;
      s_reg <= 'b0;
      n_reg <= 'b0;
      b_reg <= 'b0;
    end
    else begin
      state_reg <= state_next;
      s_reg <= s_next;
      n_reg <= n_next;
      b_reg <= b_next;
    end
  end
  always @(*) begin
    state_next = state_reg;
    s_next = s_reg;
    n_next = n_reg;
    b_next = b_reg;
    rx_done = 1'b0;
    start_check = 1'b0;
    parity_check = 1'b0;
    stop_check = 1'b0;
    case (state_reg)
      IDLE: begin
        if(!i_rx) begin
          state_next = START;
          s_next = 'b0;
        end
      end
      START: begin
        if(i_s_tick) begin
          if(s_reg == (SAMPLING_RATE/2-1)) begin
            state_next = DATA;
            start_check = 1'b1;
            s_next = 0;
            n_next = 0;
          end
          else begin
            s_next = s_reg + 1;
          end
        end
      end
      DATA: begin
        if(i_s_tick) begin
          if(s_reg == (SAMPLING_RATE-1)) begin
            s_next = 0;
            b_next = {i_rx, b_reg[DBITS-1:1]};
            if(n_reg == (dbits - 1)) begin
              state_next = ^(i_par)? PRTY : STOP;
            end
            else begin
              n_next = n_reg + 1;
            end
          end
          else begin
            s_next = s_reg + 1;
          end
        end
      end
      PRTY: begin
        if(i_s_tick) begin
          if(s_reg == (SAMPLING_RATE-1)) begin
            s_next = 0;
            parity_check = 1'b1;
            state_next = STOP;
          end
          else begin
            s_next = s_reg + 1;
          end
        end
      end
      STOP: begin
        if(i_s_tick) begin
          if(s_reg == (sb_ticks-1)) begin
            state_next = IDLE;
            stop_check = 1'b1;
            rx_done = 1'b1;
          end
          else begin
            s_next = s_reg + 1;
          end
        end
      end
      default: begin
        state_next = IDLE;
      end
    endcase
  end
  assign o_rx_data = i_d_num? b_reg : {b_reg >> 1};
  assign o_rx_done = rx_done;
endmodule
module tx#(
  parameter DBITS = 8,
  parameter SBITS = 2,
  parameter SAMPLING_RATE = 16
)(
  input  wire             i_clk,
  input  wire             i_rst_n,
  input  wire             i_tx_start,
  input  wire [DBITS-1:0] i_tx_data,
  input  wire             i_s_tick,
  input  wire             i_d_num,         
  input  wire             i_s_num,         
  input  wire [1:0]       i_par,           
  output wire             o_tx_done,
  output wire             o_tx
);
  localparam SB_TICKS = SBITS * SAMPLING_RATE;
  localparam [2:0]  IDLE  = 3'b000,
                    START = 3'b001,
                    DATA  = 3'b010,
                    PRTY  = 3'b011,
                    STOP  = 3'b100;
  wire [$clog2(SAMPLING_RATE*2):0] sb_ticks;
  wire [DBITS-1:0] dbits;
  reg pbit;
  reg [2:0] state_reg, state_next;
  reg [$clog2(SAMPLING_RATE*2)-1:0] s_reg, s_next;
  reg [$clog2(DBITS)-1:0] n_reg, n_next;
  reg [DBITS-1:0] b_reg, b_next;
  reg tx_reg, tx_next;
  reg tx_done;
  assign sb_ticks = SAMPLING_RATE << i_s_num;
  assign dbits = i_d_num? 8'd8 : 8'd7;
  always @(*) begin
    case({i_par[0], i_d_num})
      2'b00:   pbit = ~^(i_tx_data[DBITS-2:0]);     
      2'b01:   pbit = ~^(i_tx_data);                
      2'b10:   pbit = ^(i_tx_data[DBITS-2:0]);      
      2'b11:   pbit = ^(i_tx_data);                 
      default: pbit = ^(i_tx_data);
    endcase
  end
  always @(posedge i_clk, negedge i_rst_n) begin
    if(!i_rst_n) begin
      state_reg <= IDLE;
      s_reg <= 'b0;
      n_reg <= 'b0;
      b_reg <= 'b0;
      tx_reg <= 1'b1;
    end
    else begin
      state_reg <= state_next;
      s_reg <= s_next;
      n_reg <= n_next;
      b_reg <= b_next;
      tx_reg <= tx_next;
    end
  end
  always @(*) begin
    state_next = state_reg;
    s_next = s_reg;
    n_next = n_reg;
    b_next = b_reg;
    tx_done = 1'b0;
    case(state_reg)
      IDLE: begin
        tx_next = 1'b1;
        if(i_tx_start) begin
          state_next = START;
          s_next = 0;
          b_next = i_tx_data;
        end
      end 
      START: begin
        tx_next = 1'b0;
        if(i_s_tick) begin
          if(s_reg == (SAMPLING_RATE-1)) begin
            state_next = DATA;
            s_next = 0;
            n_next = 0;
          end
          else begin
            s_next = s_reg + 1;
          end
        end
      end
      DATA: begin
        tx_next = b_reg[0];
        if(i_s_tick) begin
          if(s_reg == (SAMPLING_RATE-1)) begin
            s_next = 0;
            b_next = {1'b0, b_reg[DBITS-1:1]};
            if(n_reg == (dbits-1)) begin
              state_next = ^(i_par)? PRTY : STOP;
            end
            else begin
              n_next = n_reg + 1;
            end
          end
          else begin
            s_next = s_reg + 1;
          end
        end
      end
      PRTY: begin
        tx_next = pbit;
        if(i_s_tick) begin
          if(s_reg == (SAMPLING_RATE-1)) begin
            s_next = 0;
            state_next = STOP;
          end
          else begin
            s_next = s_reg + 1;
          end
        end
      end
      STOP: begin
        tx_next = 1'b1;
        if(i_s_tick) begin
          if(s_reg == (sb_ticks-1)) begin
            tx_done = 1'b1;
            state_next = IDLE;
          end
          else begin
            s_next = s_reg + 1;
          end
        end
      end 
      default: begin
        state_next = IDLE;
      end
    endcase
  end
  assign o_tx = tx_reg;
  assign o_tx_done = tx_done;
endmodule
module uart#(
  parameter CLK_FREQ = 50_000_000,
  parameter BAUD_RATE = 1200,
  parameter SAMPLING_RATE = 16,
  parameter DBITS = 8,
  parameter SBITS = 2,
  parameter FIFO_DEPTH = 8
)(
  input  wire             i_clk,
  input  wire             i_rst_n,
  input  wire             i_wr_uart,
  input  wire             i_rd_uart,
  input  wire [DBITS-1:0] i_wr_data,
  input  wire [1:0]       i_bd_rate,
  input  wire             i_d_num,
  input  wire             i_s_num,
  input  wire [1:0]       i_par,
  input  wire             i_rx,
  output wire             o_tx,
  output wire             o_rx_empty,
  output wire             o_tx_full,
  output wire             o_rx_full,
  output wire [2:0]       o_err,
  output wire [DBITS-1:0] o_rd_data
);
  wire s_tick;
  wire [DBITS-1:0] tx_fifo_rd_data;
  wire [DBITS-1:0] rx_fifo_wr_data;
  wire tx_fifo_empty, tx_fifo_not_empty;
  wire tx_fifo_rd;
  wire rx_fifo_wr;
  assign tx_fifo_not_empty = ~tx_fifo_empty;
  baud_rate_generator#(
    .CLK_FREQ(CLK_FREQ),
    .BAUD_RATE(BAUD_RATE),
    .SAMPLING_RATE(SAMPLING_RATE)
  ) baud_rate_generator_u(
    .i_clk(i_clk),
    .i_rst_n(i_rst_n),
    .i_bd_rate(i_bd_rate),
    .o_tick(s_tick)
  );
  fifo#(
    .WIDTH(DBITS),
    .DEPTH(FIFO_DEPTH)
  ) tx_fifo(
    .i_clk(i_clk),
    .i_rst_n(i_rst_n),
    .i_wr_data(i_wr_data),
    .i_wr(i_wr_uart),
    .i_rd(tx_fifo_rd),
    .o_rd_data(tx_fifo_rd_data),
    .o_full(o_tx_full),
    .o_empty(tx_fifo_empty)
  );
  tx#(
    .DBITS(DBITS),
    .SBITS(SBITS),
    .SAMPLING_RATE(SAMPLING_RATE)
  ) tx_u(
    .i_clk(i_clk),
    .i_rst_n(i_rst_n),
    .i_tx_start(tx_fifo_not_empty),
    .i_tx_data(tx_fifo_rd_data),
    .i_s_tick(s_tick),
    .i_d_num(i_d_num),
    .i_s_num(i_s_num),
    .i_par(i_par),
    .o_tx_done(tx_fifo_rd),
    .o_tx(o_tx)
  );
  fifo#(
    .WIDTH(DBITS),
    .DEPTH(FIFO_DEPTH)
  ) rx_fifo(
    .i_clk(i_clk),
    .i_rst_n(i_rst_n),
    .i_wr_data(rx_fifo_wr_data),
    .i_wr(rx_fifo_wr),
    .i_rd(i_rd_uart),
    .o_rd_data(o_rd_data),
    .o_full(o_rx_full),
    .o_empty(o_rx_empty)
  );
  rx#(
    .DBITS(DBITS),
    .SBITS(SBITS),
    .SAMPLING_RATE(SAMPLING_RATE)
  ) rx_u(
    .i_clk(i_clk),
    .i_rst_n(i_rst_n),
    .i_rx(i_rx),
    .i_s_tick(s_tick),
    .i_d_num(i_d_num),
    .i_s_num(i_s_num),
    .i_par(i_par),
    .o_err(o_err),
    .o_rx_done(rx_fifo_wr),
    .o_rx_data(rx_fifo_wr_data)
  );
endmodule
```
**./run.sh**
```bash
#!/bin/bash
# OpenROAD 26Q1-2900-gdf79404cd8, Yosys 0.63+post, stock flow scripts
make -C /OpenROAD-flow-scripts/flow DESIGN_CONFIG=/design/flow/config.mk WORK_HOME=/design/flow/orfs finish
```
==> summary.txt <==
yosys + openroad results -> status complete, but fails checks, failing checks negative setup slack, hpwl dp 30.1 mm, Setup Crit Path Kind input pin to flop, fp util 51.5%, top cell type's share of synthesized area 27.4%, cells on worst reg2reg path 8, Post-DRT Antenna Nets 0, class of the worst hold path flop to flop, unrepaired setup endpoints after global routing yes, combinational share of power 34.9%, Routed WL per cell 19.0 um, Yosys Instances 1,422, synth cell count leaders edfxtp_1 (128), nand2_1 (127), nor2_1 (118), Critical Path AT 15.58 ns, gpl congestion 0.963, max-slew violations 0, Cell variety after synth 105, hold bufs inserted after CTS 0, Leak 0.00768 uW, Async SR Flop Fraction 36.5%, clock buffer depth 3, Worst Hold Launch rx_u.b_reg[0], WHS Path Cells 1, P_sw 1490 uW, count leader, synth edfxtp_1, Die ar. 28,800 um2, minimum setup slack among reg-to-reg paths 2.06 ns, vias 12,793, first-pass GRT wire length 66.2 mm, fin crit share 285%, P_int 3290 uW, Yosys reg bits 203, Detailed Route WL 41.4 mm, Die X 170 um, Final Non-Filler Cells 2,175, I/O Buffers 33, share of cells above drive strength 1 34.3%, Worst-path clk slew 0.06 ns, row count 60, Placed Cells incl. Taps 2,088, Worst EP required 5.59 ns, Tot Pwr 4770 uW, final setup margin -9.99 ns, crit path capture type flop, worst relative slew slack 40.9%, drc violations 0, yosys warns 5, Sw Ratio 31.2%, register share of total power 37.8%, First-pass DRT Iterations 5, yosys stat chip area 14,000 um2, Largest cells by area edfxtp_1 (27%), dfrtp_1 (13%), ha_1 (6.4%), final worst path period need 15.39 ns, Worst-Margin Slew 0.877 ns, PD cells 251 nW/um2, critical path fanouts, max 8, Final Hold Fails 0, 1st-iter DRT viols 965, gr ovfl total 0, Cell Area, Synth 14,000 um2, Max IR drop VDD 0.244 mV, Vias/cell 5.88, Clock Skew 0.0175 ns, Crit Reg-Reg Endpoint tx_u.b_reg[2], clock power share 27.3%, EDFF count, synth 128, GRT Total Usage 31.0%, endpoints left unconstrained 2, CTS tree built, Tool Warnings 65, crit path max-delay cell type or4_4, Max Cap Viol 0, CP Launch Type input pin, Post-Syn Area per Cell 9.87 um2, register pins left without a clock 1, number of global-route vias before repair 12,370, Post-synth top flop edfxtp_1, fmax 65.0 MHz, R2R Path Start tx_fifo.rd_ptr[2], total CTS buffers 19, Hold Path Sink rx_u.b_reg[0], total core area 27,300 um2, n_diodes 0, antenna violations before repair 0, setup violators final 201, CP max stage delay 0.61 ns, Chip Height 170 um, Syn-to-layout area delta 35.2%, Mapped Cells 1,422, largest net degree at the start of global routing 40, Top Ports 34, clock latency (worst-skew pair) 0.49 ns, # H-tree levels 1, root buf cell clkbuf_16, post-synth top area cell edfxtp_1
[power by group through the flow]
stage     Sequential (uW)  Clock, uW  Combinational (uW)
5_1_grt              1820       1390                1820
6_report             1810       1300                1660
4_1_cts              1810       1330                1620
[metal layers]
metal | share of wire [%] | track usage (%) | vias to the layer above
met5 | 0 | 0 | -
met4 | 1.3 | 4.50 | 0
met1 | 47 | 50.4 | 6165
li1 | - | - | 6166
met3 | 6.9 | 6.32 | 38
met2 | 45 | 46.0 | 424
[worst max path at each step]
| stage | slack [ns] | depth (start not counted) | to | start |
|---|---|---|---|---|
| after CTS | -9.81 | 73 | tx_fifo.mem[5][1] | i_bd_rate[0] |
| final | -9.99 | 72 | rx_fifo.mem[4][2] | i_bd_rate[0] |
| after global routing | -10.57 | 72 | rx_fifo.mem[2][3] | i_bd_rate[0] |
[per-stage QoR]
stage / hold WS (ns) / TNS (ns) / instance area (um2) / util [%] / setup WS (ns)
finish: 0.484 / -1980.18 / 19000 / 69.7 / -9.99
floorplan: 0.443 / -2182.26 / 14600 / - / -11.06
detailed placement: 0.472 / -2225.25 / 17500 / 64.2 / -11.23
global placement: 0.466 / -2183.25 / 17500 / 64.2 / -11.00
global route: 0.508 / -2099.59 / 19000 / 69.7 / -10.57
CTS: 0.487 / -1945.23 / 18600 / 68.1 / -9.81
[final cells by class]
class | instances | area [um2]
flip-flops and latches | 203 | 5710
repair buffers | 412 | 3290
clock buffers | 25 | 528
well taps | 372 | 465
inverters | 50 | 200
fillers | 2049 | 8270
clock inverters | 9 | 78.8
multi-input cells | 1104 | 8710
[worst max-delay path, delay by kind of cell]
family	cells	cell delay [ns]
fa+ha+maj	9	2.06
simple gates	24	5.23
buf+inv	8	0.92
mux	2	0.63
compound gates	29	5.64
[kinds of logic after synthesis]
group | count (synthesis) | share of synthesized area (%)
other cells | 1 | 0.0267
mux | 88 | 7.11
xor+xnor | 70 | 4.57
latches | 1 | 0.107
simple gates | 499 | 17.9
compound gates | 374 | 20.0
buf+inv | 115 | 3.31
fa+ha+maj | 72 | 6.42
flops | 202 | 40.6
[repair_timing]
action	4_1_cts	5_1_grt
endpoints found under the setup margin	201	201
gates resized	54	55
buffers inserted	30	25
pin swaps	37	45
cloned	1	0
[cells in the final DEF (no fill, tap or decap), types with 36 or more instances in the layout]
cell,count
a21oi_1,48
buf_4,362
dfrtp_1,71
edfxtp_1,128
ha_1,63
inv_1,40
mux2_2,38
nand2_1,126
nand3_1,46
nor2_1,107
o21ai_0,56
xnor2_1,36
No activity file was given, so power comes from the tool's default toggle rates.
