`flow/config.mk`:
```
export PLATFORM = sky130hd
export DESIGN_NAME = tx_top
export DESIGN_NICKNAME = tx_top
export VERILOG_FILES = /design/flow/design.v
export SDC_FILE = /design/flow/constraint.sdc
export NUM_CORES = 4
export LEC_CHECK = 1
export CORE_UTILIZATION = 50
```
`flow/constraint.sdc`:
```
current_design tx_top

set clk_period 4.5
set clk_io_pct 0.2

create_clock -name clk0 -period $clk_period [get_ports {i_clk}]

set non_clock_inputs [all_inputs -no_clocks]
set_input_delay [expr $clk_period * $clk_io_pct] -clock clk0 $non_clock_inputs
set_output_delay [expr $clk_period * $clk_io_pct] -clock clk0 [all_outputs]
```
`flow/design.v`:
```
module baud_rate_generator#(
  parameter CLK_FREQ = 50_000_000,
  parameter BAUD_RATE = 1200, 
  parameter SAMPLING_RATE = 16,
  parameter MAX_TICKS = (CLK_FREQ + BAUD_RATE*SAMPLING_RATE - 1) / (BAUD_RATE*SAMPLING_RATE),
  parameter COUNT_WIDTH = $clog2(MAX_TICKS)
)(
  input  wire       i_clk,
  input  wire       i_rst_n,
  input  wire [1:0] i_bd_rate,
  output wire       o_tick
);
  reg [13:0] baud_rate;
  wire [17:0] denomenator;
  wire [COUNT_WIDTH-1:0] max_ticks;
  reg [COUNT_WIDTH-1:0] counter;
  always @(*) begin
    case (i_bd_rate)
      2'b00:   baud_rate = 1200;
      2'b01:   baud_rate = 2400;
      2'b10:   baud_rate = 4800;
      2'b11:   baud_rate = 9600;
      default: baud_rate = 9600;
    endcase
  end
  assign denomenator = baud_rate*SAMPLING_RATE;
  assign max_ticks = (CLK_FREQ + denomenator - 1) / (denomenator);
  always @(posedge i_clk, negedge i_rst_n) begin
    if(!i_rst_n)
      counter <= 0;
    else if(counter == max_ticks)
      counter <= 0;
    else
      counter <= counter + 1;
  end
  assign o_tick = (counter == max_ticks);
endmodule
module fifo#(
  parameter WIDTH = 8,
  parameter DEPTH = 8
)(
  input wire              i_clk,
  input wire              i_rst_n,
  input wire  [WIDTH-1:0] i_wr_data,
  input wire              i_wr,
  input wire              i_rd,
  output wire [WIDTH-1:0] o_rd_data,
  output wire             o_full,
  output wire             o_empty
);
  reg [WIDTH-1:0] mem [0:DEPTH-1];
  reg [$clog2(DEPTH):0] wr_ptr, rd_ptr;
  assign o_full  = (wr_ptr[$clog2(DEPTH)] != rd_ptr[$clog2(DEPTH)]) && (wr_ptr[$clog2(DEPTH)-1:0] == rd_ptr[$clog2(DEPTH)-1:0]);
  assign o_empty = (rd_ptr == wr_ptr);
  always @(posedge i_clk, negedge i_rst_n) begin
    if(!i_rst_n) begin
      wr_ptr <= 'b0;
    end
    else if(i_wr && !o_full) begin
      mem[wr_ptr[$clog2(DEPTH)-1:0]] <= i_wr_data;
      wr_ptr <= wr_ptr + 1;
    end
    else if(i_wr && i_rd) begin
      mem[wr_ptr[$clog2(DEPTH)-1:0]] <= i_wr_data;
      wr_ptr <= wr_ptr + 1;
    end
  end
  assign o_rd_data = mem[rd_ptr[$clog2(DEPTH)-1:0]];
  always @(posedge i_clk, negedge i_rst_n) begin
    if(!i_rst_n) begin
      rd_ptr <= 'b0;
    end
    else if(i_rd && !o_empty) begin
      rd_ptr <= rd_ptr + 1;
    end
    else if(i_wr && i_rd) begin
      rd_ptr <= rd_ptr + 1;
    end
  end
endmodule
module tx#(
  parameter DBITS = 8,
  parameter SBITS = 2,
  parameter SAMPLING_RATE = 16
)(
  input  wire             i_clk,
  input  wire             i_rst_n,
  input  wire             i_tx_start,
  input  wire [DBITS-1:0] i_tx_data,
  input  wire             i_s_tick,
  input  wire             i_d_num,         
  input  wire             i_s_num,         
  input  wire [1:0]       i_par,           
  output wire             o_tx_done,
  output wire             o_tx
);
  localparam SB_TICKS = SBITS * SAMPLING_RATE;
  localparam [2:0]  IDLE  = 3'b000,
                    START = 3'b001,
                    DATA  = 3'b010,
                    PRTY  = 3'b011,
                    STOP  = 3'b100;
  wire [$clog2(SAMPLING_RATE*2):0] sb_ticks;
  wire [DBITS-1:0] dbits;
  reg pbit;
  reg [2:0] state_reg, state_next;
  reg [$clog2(SAMPLING_RATE*2)-1:0] s_reg, s_next;
  reg [$clog2(DBITS)-1:0] n_reg, n_next;
  reg [DBITS-1:0] b_reg, b_next;
  reg tx_reg, tx_next;
  reg tx_done;
  assign sb_ticks = SAMPLING_RATE << i_s_num;
  assign dbits = i_d_num? 8'd8 : 8'd7;
  always @(*) begin
    case({i_par[0], i_d_num})
      2'b00:   pbit = ~^(i_tx_data[DBITS-2:0]);     
      2'b01:   pbit = ~^(i_tx_data);                
      2'b10:   pbit = ^(i_tx_data[DBITS-2:0]);      
      2'b11:   pbit = ^(i_tx_data);                 
      default: pbit = ^(i_tx_data);
    endcase
  end
  always @(posedge i_clk, negedge i_rst_n) begin
    if(!i_rst_n) begin
      state_reg <= IDLE;
      s_reg <= 'b0;
      n_reg <= 'b0;
      b_reg <= 'b0;
      tx_reg <= 1'b1;
    end
    else begin
      state_reg <= state_next;
      s_reg <= s_next;
      n_reg <= n_next;
      b_reg <= b_next;
      tx_reg <= tx_next;
    end
  end
  always @(*) begin
    state_next = state_reg;
    s_next = s_reg;
    n_next = n_reg;
    b_next = b_reg;
    tx_done = 1'b0;
    case(state_reg)
      IDLE: begin
        tx_next = 1'b1;
        if(i_tx_start) begin
          state_next = START;
          s_next = 0;
          b_next = i_tx_data;
        end
      end 
      START: begin
        tx_next = 1'b0;
        if(i_s_tick) begin
          if(s_reg == (SAMPLING_RATE-1)) begin
            state_next = DATA;
            s_next = 0;
            n_next = 0;
          end
          else begin
            s_next = s_reg + 1;
          end
        end
      end
      DATA: begin
        tx_next = b_reg[0];
        if(i_s_tick) begin
          if(s_reg == (SAMPLING_RATE-1)) begin
            s_next = 0;
            b_next = {1'b0, b_reg[DBITS-1:1]};
            if(n_reg == (dbits-1)) begin
              state_next = ^(i_par)? PRTY : STOP;
            end
            else begin
              n_next = n_reg + 1;
            end
          end
          else begin
            s_next = s_reg + 1;
          end
        end
      end
      PRTY: begin
        tx_next = pbit;
        if(i_s_tick) begin
          if(s_reg == (SAMPLING_RATE-1)) begin
            s_next = 0;
            state_next = STOP;
          end
          else begin
            s_next = s_reg + 1;
          end
        end
      end
      STOP: begin
        tx_next = 1'b1;
        if(i_s_tick) begin
          if(s_reg == (sb_ticks-1)) begin
            tx_done = 1'b1;
            state_next = IDLE;
          end
          else begin
            s_next = s_reg + 1;
          end
        end
      end 
      default: begin
        state_next = IDLE;
      end
    endcase
  end
  assign o_tx = tx_reg;
  assign o_tx_done = tx_done;
endmodule
module tx_top#(
  parameter CLK_FREQ = 50_000_000,
  parameter BAUD_RATE = 1200, 
  parameter SAMPLING_RATE = 16,
  parameter DEPTH = 8,
  parameter DBITS = 8,
  parameter SBITS = 2
)(
  input  wire             i_clk,
  input  wire             i_rst_n,
  input  wire [DEPTH-1:0] i_wr_data,
  input wire              i_wr,
  input  wire             i_d_num,         
  input  wire             i_s_num,         
  input  wire [1:0]       i_par,           
  input  wire [1:0]       i_bd_rate,
  output wire             o_tx,
  output wire             o_full
);
  wire s_tick;
  wire [DBITS-1:0] data;
  wire tx_done;
  wire fifo_empty, tx_start;
  assign tx_start = ~fifo_empty;
  baud_rate_generator#(
    .CLK_FREQ(CLK_FREQ),
    .BAUD_RATE(BAUD_RATE), 
    .SAMPLING_RATE(SAMPLING_RATE)
  ) baud_rate_generator_u(
    .i_clk(i_clk),
    .i_rst_n(i_rst_n),
    .i_bd_rate(i_bd_rate),
    .o_tick(s_tick)
  );
  fifo#(
    .WIDTH(DBITS),
    .DEPTH(DEPTH)
  ) fifo_u(
    .i_clk(i_clk),
    .i_rst_n(i_rst_n),
    .i_wr_data(i_wr_data),
    .i_wr(i_wr),
    .i_rd(tx_done),
    .o_rd_data(data),
    .o_full(o_full),
    .o_empty(fifo_empty)
  );
   tx#(
    .DBITS(DBITS),
    .SBITS(SBITS),
    .SAMPLING_RATE(SAMPLING_RATE)
  ) tx_u(
    .i_clk(i_clk),
    .i_rst_n(i_rst_n),
    .i_tx_start(tx_start),
    .i_tx_data(data),
    .i_s_tick(s_tick),
    .i_d_num(i_d_num),
    .i_s_num(i_s_num),
    .i_par(i_par),
    .o_tx_done(tx_done),
    .o_tx(o_tx)
  );
endmodule
```
`flow/run.sh`:
```
#!/bin/bash
# OpenROAD 26Q1-2900-gdf79404cd8, Yosys 0.63+post, stock flow scripts
make -C /OpenROAD-flow-scripts/flow DESIGN_CONFIG=/design/flow/config.mk WORK_HOME=/design/flow/orfs finish
```
==> results.txt <==
Flow results are below.

- The first-pass detailed-route iteration total is 5, for reference.
- The average size of a mapped cell is 8.717 sq um, for reference.
- The final cell count without fillers is 1733, for reference.
- The number of register pins that no clock reaches is 1, for reference.
- Port buffering added 18 buffers.
- The total instance count after detailed placement is 1665, for reference.
- Detailed-route iteration 0 reported a violation count of 687.
- The most used flip-flop cell after synthesis is sky130_fd_sc_hd__edfxtp_1.
- Using the TritonRoute via totals, the vias-per-cell ratio works out to 6.076.
- The worst hold margin is 493.2 ps, for reference.
- The synthesized flop and latch total is 107, for reference.
- The number of instances in the synthesized netlist is 1141, for reference.
- The global routing usage summed across all routing layers is 0.3462, for reference.
- From bottom edge to top edge, the die measures 143.0 microns.
- Among all cell types in the netlist, the one instantiated most often is sky130_fd_sc_hd__nor2_1.
- The number of diodes is 0, for reference.
- The worst-case IR drop observed on VDD is 0.0002863 V.
- The report lists the power per cell area as 257.8 mW/mm^2.
- The CTS tree is done, for reference.
- The required time at the worst endpoint is listed as 4570 ps.
- Looking at the max-slew report, the worst-margin pin has a slew of 688.7 ps.
- The number of antenna violations at the first check in global routing is 0, for reference.
- The mapped netlist covers 0.009946 sq mm.
- After detailed routing, the average wire length per cell comes to 19.74 microns.
- The count of maximum capacitance violations is 0, for reference.
- The synthesis run shows the most used standard cells to be sky130_fd_sc_hd__nor2_1, sky130_fd_sc_hd__nand2_1, sky130_fd_sc_hd__edfxtp_1.
- Entering global routing, the biggest net connects 44 pins.
- Setup repair after global routing could not meet its margin everywhere.
- The number of logged tool warnings is 57, for reference.
- The region available for standard cell placement spans 0.01946 sq mm.
- Summing all flip-flop and latch instances after layout gives 0.002990 sq mm.
- Per the CTS log, the maximum H-tree level is 3.
- Clock-pin slew was measured on the worst setup and hold paths at 70 ps.
- The worst min-delay path category is reg2reg, for reference.
- Per STA, the highest per-stage delay on the worst path measures 480 ps.
- For this design, the slowest cell found on the critical path is sky130_fd_sc_hd__o41a_1.
- The maximum net fanout on the critical path is 8, for reference.
- The leading area contributor after synthesis is sky130_fd_sc_hd__edfxtp_1, for reference.
- Summed over all nets, wire length on met2 after detailed routing comes to 15.97 mm.
- The report lists the number of standard-cell rows as 51.
- The flow ran to the end, but the final reports show violations.
- The synthesis-to-finish area growth is 47.38%, for reference.
- The aggregate routed wire length is 34.21 mm, for reference.
- The worst setup path is captured at a register.
- The worst setup slack after placement is -12660 ps, for reference.
- The final report gives the core utilization as 0.7531.
- Timing would allow up to 63.09 MHz.
- Across all layers, the routed design uses 10.53k vias.
- The number of flip-flops in the largest register is 64, for reference.
- The detailed router reports a met3 wire length of 2.394 mm.
- The final reports fail on negative setup slack.
- The proportion of synthesized flip-flops having asynchronous set or reset is 0.3925, for reference.
- The count of unresolved DRC violations after routing is 0, for reference.
- After its last routability iteration, the placer logged a weighted congestion of 0.9812.
- The critical path class is in2reg, for reference.
- In the Yosys stats the netlist draws on 115 distinct library cells.
- In this run the static leakage power is 0.005961 uW.
- The slack of the critical path is -11350 ps, for reference.
- The worst endpoint data arrival time is 15920 ps, for reference.
- In the final report, the number of endpoints failing setup comes to 105.
- Per the Yosys statistics, synthesis produced 1141 cells.
- For reference, the top cells by area after synthesis are sky130_fd_sc_hd__edfxtp_1, sky130_fd_sc_hd__dfrtp_1, sky130_fd_sc_hd__ha_1.
- 2 endpoints have no timing constraint.
- The wire length of the first global-routing pass is 52.38 mm, for reference.
- The core utilization at floorplan is 0.5110, for reference.
- The routed metal-1 wirelength is 15.23 mm, for reference.
- The routed design could run at a clock period as short as 15850 ps.
- The die is 143.0 microns wide.
- STA classifies the critical path startpoint as a primary input.
- In the placement report, post-DP HPWL is listed as 23.98 mm.
- The I/O pin count is 19, for reference.
- Across the routed clock network, the largest skew measured is 12.46 ps.
- The post-route fraction of the period consumed by the critical path is 3.522, for reference.
- The via count of the first global-routing pass came to 9895.
- The tally of filler cells in the layout is 1371, for reference.
- The dominant cell type by count on the critical path is sky130_fd_sc_hd__ha_4, for reference.
- The total count of hold-check failures in the final report is 0, for reference.
- The die covers 0.02046 sq mm.
- Leaving out buffers and inverters, the combinational logic in the layout accounts for 0.007776 sq mm.
- The Yosys chip area is 0.009946 sq mm, for reference.
- Counting flops with a built-in enable in the synthesized netlist gives 64.
- The longest clock path from root to sink contains 2 buffers.
- The master cell of the clock root buffer is sky130_fd_sc_hd__clkbuf_16, for reference.
- Once detail routing completed, the nets flagged for antenna violations numbered 0.
- In the final layout, the share of cells above drive strength 1 is 0.4053.
- The headroom to the max-slew limit is 0.5397, for reference.
- The number of clock buffers inserted by TritonCTS is 9, for reference.
- After detailed routing, no signal wire sits above met4.
- The later pin in the worst-skew pair is clocked with a latency of 360 ps.
- The share of the synthesized area in the top cell type is 0.1932, for reference.
- The aggregate global routing overflow is 0, for reference.
- Warnings reported by Yosys during synthesis add up to 4.
- The total count of max-transition violations in the final report is 0, for reference.
-- final timing paths --
check | startpoint | end | slack (ps) | cells past startpoint
min in group asynchronous | i_rst_n | baud_rate_generator_u.counter[10] | 700 | 2
setup / recovery | i_bd_rate[0] | fifo_u.mem[6][3] | -11350 | 79
hold reg to reg | fifo_u.rd_ptr[3] | fifo_u.rd_ptr[3] | 490 | 1
setup reg to reg | fifo_u.rd_ptr[2] | tx_u.b_reg[3] | 1410 | 9
max in group asynchronous | i_rst_n | tx_u.state_reg[0] | 3400 | 2
hold / removal | fifo_u.rd_ptr[3] | fifo_u.rd_ptr[3] | 490 | 1
-- layout by cell type, fill, tap and decap left out, types with 8 or more instances in the layout --
cell,n
sky130_fd_sc_hd__o21ai_0,50
sky130_fd_sc_hd__clkdlybuf4s50_1,15
sky130_fd_sc_hd__o21a_1,8
sky130_fd_sc_hd__nor3_1,28
sky130_fd_sc_hd__nor2_4,8
sky130_fd_sc_hd__mux2_4,11
sky130_fd_sc_hd__buf_12,8
sky130_fd_sc_hd__a222oi_1,8
sky130_fd_sc_hd__clkbuf_16,9
sky130_fd_sc_hd__a21o_1,12
sky130_fd_sc_hd__a31oi_1,8
sky130_fd_sc_hd__edfxtp_1,64
sky130_fd_sc_hd__inv_1,32
sky130_fd_sc_hd__o31ai_4,9
sky130_fd_sc_hd__dfrtp_1,40
sky130_fd_sc_hd__ha_1,43
sky130_fd_sc_hd__a211oi_1,12
sky130_fd_sc_hd__nor2_1,107
sky130_fd_sc_hd__nand3_1,31
sky130_fd_sc_hd__and3_1,15
sky130_fd_sc_hd__o22ai_1,8
sky130_fd_sc_hd__buf_4,307
sky130_fd_sc_hd__nor2b_1,19
sky130_fd_sc_hd__nand2_1,86
sky130_fd_sc_hd__buf_6,32
sky130_fd_sc_hd__ha_4,11
sky130_fd_sc_hd__mux2_2,14
sky130_fd_sc_hd__o211ai_1,22
sky130_fd_sc_hd__a211o_1,8
sky130_fd_sc_hd__xnor2_1,29
sky130_fd_sc_hd__nand4_1,14
sky130_fd_sc_hd__and2_1,11
sky130_fd_sc_hd__nor4_1,8
sky130_fd_sc_hd__xor2_1,17
sky130_fd_sc_hd__mux2i_1,13
sky130_fd_sc_hd__a21oi_1,55
-- stage by stage --
step	area, sq um	power [uW]	TNS [ps]
5_1_grt	14660	3961	-1251080
6_report	14660	3778	-1178430
3_5_place_dp	12830	2682	-1310170
4_1_cts	13950	3572	-1169820
3_3_place_gp	12830	2679	-1288770
2_1_floorplan	10380	2082	-1268770
-- cell type report --
| type | count | share of cell area |
|---|---|---|
| Inverter | 39 | 0.01076 |
| Multi-Input combinational cell | 938 | 0.5305 |
| Sequential cell | 107 | 0.2040 |
| Timing Repair Buffer | 368 | 0.2110 |
| Clock inverter | 7 | 0.005719 |
| Tap cell | 265 | 0.02262 |
| Clock buffer | 9 | 0.01536 |
-- report_power, final --
group          switching (uW)  internal (uW)  leakage (uW)  total [uW]
logic                     914            871       0.00471        1780
clock network             391            400      0.000151         791
registers                83.5           1120       0.00110        1200
-- critical path, delay by kind of cell --
kind | cells | cell delay (ps)
AND/OR/NAND/NOR | 28 | 4710
buffers and inverters | 7 | 830
multiplexers | 7 | 1980
adder cells (fa/ha/maj) | 9 | 1840
AND-OR/OR-AND | 28 | 5660
-- repair_timing --
| action | in CTS | in global routing |
|---|---|---|
| setup endpoints to repair | 105 | 105 |
| pin swaps | 53 | 79 |
| gates resized | 113 | 102 |
| cloned | 5 | 0 |
| buffers inserted | 27 | 26 |
| hold buffers | 0 | 0 |
-- cells by family (layout without fill, tap and decap cells) --
family,after synthesis,count (layout),synth area share
XOR/XNOR,49,49,0.04315
AND/OR/NAND/NOR,439,439,0.2325
multiplexers,48,48,0.05346
latches,1,1,0.001509
AND-OR/OR-AND,345,345,0.2594
other,1,1,0.0003770
buffers and inverters,96,423,0.04001
adder cells (fa/ha/maj),56,56,0.07045
flip-flops,106,106,0.2992
-- metal layers --
metal	vias to the layer above	GRT usage
met4	0	0.07131
met3	43	0.05567
met5	-	0
met2	437	0.5438
li1	5019	-
met1	5030	0.5231
No activity file was given, so power comes from the tool's default toggle rates.
