===== flow/run.sh =====
#!/bin/bash
# OpenROAD 26Q1-2900-gdf79404cd8, Yosys 0.63+post, stock flow scripts
make -C /OpenROAD-flow-scripts/flow DESIGN_CONFIG=/design/flow/config.mk WORK_HOME=/design/flow/orfs finish

===== flow/design.v =====
module baud_rate_generator#(
  parameter CLK_FREQ = 50_000_000,
  parameter BAUD_RATE = 1200, 
  parameter SAMPLING_RATE = 16,
  parameter MAX_TICKS = (CLK_FREQ + BAUD_RATE*SAMPLING_RATE - 1) / (BAUD_RATE*SAMPLING_RATE),
  parameter COUNT_WIDTH = $clog2(MAX_TICKS)
)(
  input  wire       i_clk,
  input  wire       i_rst_n,
  input  wire [1:0] i_bd_rate,
  output wire       o_tick
);
  reg [13:0] baud_rate;
  wire [17:0] denomenator;
  wire [COUNT_WIDTH-1:0] max_ticks;
  reg [COUNT_WIDTH-1:0] counter;
  always @(*) begin
    case (i_bd_rate)
      2'b00:   baud_rate = 1200;
      2'b01:   baud_rate = 2400;
      2'b10:   baud_rate = 4800;
      2'b11:   baud_rate = 9600;
      default: baud_rate = 9600;
    endcase
  end
  assign denomenator = baud_rate*SAMPLING_RATE;
  assign max_ticks = (CLK_FREQ + denomenator - 1) / (denomenator);
  always @(posedge i_clk, negedge i_rst_n) begin
    if(!i_rst_n)
      counter <= 0;
    else if(counter == max_ticks)
      counter <= 0;
    else
      counter <= counter + 1;
  end
  assign o_tick = (counter == max_ticks);
endmodule
module fifo#(
  parameter WIDTH = 8,
  parameter DEPTH = 8
)(
  input wire              i_clk,
  input wire              i_rst_n,
  input wire  [WIDTH-1:0] i_wr_data,
  input wire              i_wr,
  input wire              i_rd,
  output wire [WIDTH-1:0] o_rd_data,
  output wire             o_full,
  output wire             o_empty
);
  reg [WIDTH-1:0] mem [0:DEPTH-1];
  reg [$clog2(DEPTH):0] wr_ptr, rd_ptr;
  assign o_full  = (wr_ptr[$clog2(DEPTH)] != rd_ptr[$clog2(DEPTH)]) && (wr_ptr[$clog2(DEPTH)-1:0] == rd_ptr[$clog2(DEPTH)-1:0]);
  assign o_empty = (rd_ptr == wr_ptr);
  always @(posedge i_clk, negedge i_rst_n) begin
    if(!i_rst_n) begin
      wr_ptr <= 'b0;
    end
    else if(i_wr && !o_full) begin
      mem[wr_ptr[$clog2(DEPTH)-1:0]] <= i_wr_data;
      wr_ptr <= wr_ptr + 1;
    end
    else if(i_wr && i_rd) begin
      mem[wr_ptr[$clog2(DEPTH)-1:0]] <= i_wr_data;
      wr_ptr <= wr_ptr + 1;
    end
  end
  assign o_rd_data = mem[rd_ptr[$clog2(DEPTH)-1:0]];
  always @(posedge i_clk, negedge i_rst_n) begin
    if(!i_rst_n) begin
      rd_ptr <= 'b0;
    end
    else if(i_rd && !o_empty) begin
      rd_ptr <= rd_ptr + 1;
    end
    else if(i_wr && i_rd) begin
      rd_ptr <= rd_ptr + 1;
    end
  end
endmodule
module rx#(
  parameter DBITS = 8,
  parameter SBITS = 2,
  parameter SAMPLING_RATE = 16
)(
  input  wire             i_clk,
  input  wire             i_rst_n,
  input  wire             i_rx,
  input  wire             i_s_tick,
  input  wire             i_d_num,
  input  wire             i_s_num, 
  input  wire [1:0]       i_par,
  output wire [2:0]       o_err,         
  output wire             o_rx_done,
  output wire [DBITS-1:0] o_rx_data
);
  localparam SB_TICKS = SBITS * SAMPLING_RATE;
  localparam [2:0]  IDLE  = 3'b000,
                    START = 3'b001,
                    DATA  = 3'b010,
                    PRTY  = 3'b011,
                    STOP  = 3'b100;
  wire [$clog2(SAMPLING_RATE*2):0] sb_ticks;
  wire [DBITS-1:0] dbits;
  reg stop_err, start_err, parity_err;
  reg stop_check, start_check, parity_check;
  reg [2:0] state_reg, state_next;
  reg [$clog2(SAMPLING_RATE*2)-1:0] s_reg, s_next;
  reg [$clog2(DBITS)-1:0] n_reg, n_next;
  reg [DBITS-1:0] b_reg, b_next;
  reg rx_done;
  assign sb_ticks = SAMPLING_RATE << i_s_num;
  assign dbits = i_d_num? 8'd8 : 8'd7;
  assign o_err = {stop_err, parity_err, start_err};
  always @(posedge i_clk, negedge i_rst_n) begin
    if(!i_rst_n)
      start_err <= 1'b0;
    else if(start_check)
      start_err <= (i_rx == 1'b0)? 1'b0 : 1'b1;
  end
  always @(posedge i_clk, negedge i_rst_n) begin
    if(!i_rst_n)
      stop_err <= 1'b0;
    else if(stop_check)
      stop_err <= (i_rx == 1'b1)? 1'b0 : 1'b1;
  end
  always @(posedge i_clk, negedge i_rst_n) begin
    if(!i_rst_n)
      parity_err <= 1'b0;
    else if(parity_check)
      case({i_par, i_d_num})
        2'b00:   parity_err <= ~^({o_rx_data[DBITS-2:0], i_rx});     
        2'b01:   parity_err <= ~^({o_rx_data, i_rx});                
        2'b10:   parity_err <= ^({o_rx_data[DBITS-2:0], i_rx});      
        2'b11:   parity_err <= ^({o_rx_data, i_rx});                 
        default: parity_err <= 1'b0;
      endcase
  end
  always @(posedge i_clk, negedge i_rst_n) begin
    if(!i_rst_n) begin
      state_reg <= IDLE;
      s_reg <= 'b0;
      n_reg <= 'b0;
      b_reg <= 'b0;
    end
    else begin
      state_reg <= state_next;
      s_reg <= s_next;
      n_reg <= n_next;
      b_reg <= b_next;
    end
  end
  always @(*) begin
    state_next = state_reg;
    s_next = s_reg;
    n_next = n_reg;
    b_next = b_reg;
    rx_done = 1'b0;
    start_check = 1'b0;
    parity_check = 1'b0;
    stop_check = 1'b0;
    case (state_reg)
      IDLE: begin
        if(!i_rx) begin
          state_next = START;
          s_next = 'b0;
        end
      end
      START: begin
        if(i_s_tick) begin
          if(s_reg == (SAMPLING_RATE/2-1)) begin
            state_next = DATA;
            start_check = 1'b1;
            s_next = 0;
            n_next = 0;
          end
          else begin
            s_next = s_reg + 1;
          end
        end
      end
      DATA: begin
        if(i_s_tick) begin
          if(s_reg == (SAMPLING_RATE-1)) begin
            s_next = 0;
            b_next = {i_rx, b_reg[DBITS-1:1]};
            if(n_reg == (dbits - 1)) begin
              state_next = ^(i_par)? PRTY : STOP;
            end
            else begin
              n_next = n_reg + 1;
            end
          end
          else begin
            s_next = s_reg + 1;
          end
        end
      end
      PRTY: begin
        if(i_s_tick) begin
          if(s_reg == (SAMPLING_RATE-1)) begin
            s_next = 0;
            parity_check = 1'b1;
            state_next = STOP;
          end
          else begin
            s_next = s_reg + 1;
          end
        end
      end
      STOP: begin
        if(i_s_tick) begin
          if(s_reg == (sb_ticks-1)) begin
            state_next = IDLE;
            stop_check = 1'b1;
            rx_done = 1'b1;
          end
          else begin
            s_next = s_reg + 1;
          end
        end
      end
      default: begin
        state_next = IDLE;
      end
    endcase
  end
  assign o_rx_data = i_d_num? b_reg : {b_reg >> 1};
  assign o_rx_done = rx_done;
endmodule
module rx_top#(
  parameter CLK_FREQ = 50_000_000,
  parameter BAUD_RATE = 1200, 
  parameter SAMPLING_RATE = 16,
  parameter DEPTH = 8,
  parameter DBITS = 8,
  parameter SBITS = 2
)(
  input  wire             i_clk,
  input  wire             i_rst_n,
  input  wire             i_rx,
  input  wire             i_rd,
  input  wire             i_d_num,         
  input  wire             i_s_num,         
  input  wire [1:0]       i_par,           
  input  wire [1:0]       i_bd_rate,
  output wire [DBITS-1:0] o_rd_data,
  output wire [2:0]       o_err,           
  output wire             o_empty
);
  wire s_tick;
  wire [DBITS-1:0] data;
  wire rx_done;
  baud_rate_generator#(
    .CLK_FREQ(CLK_FREQ),
    .BAUD_RATE(BAUD_RATE), 
    .SAMPLING_RATE(SAMPLING_RATE)
  ) baud_rate_generator_u(
    .i_clk(i_clk),
    .i_rst_n(i_rst_n),
    .i_bd_rate(i_bd_rate),
    .o_tick(s_tick)
  );
  fifo#(
    .WIDTH(DBITS),
    .DEPTH(DEPTH)
  ) fifo_u(
    .i_clk(i_clk),
    .i_rst_n(i_rst_n),
    .i_wr_data(data),
    .i_wr(rx_done),
    .i_rd(i_rd),
    .o_rd_data(o_rd_data),
    .o_full(),
    .o_empty(o_empty)
  );
  rx#(
    .DBITS(DBITS),
    .SBITS(SBITS),
    .SAMPLING_RATE(SAMPLING_RATE)
  ) rx_u(
    .i_clk(i_clk),
    .i_rst_n(i_rst_n),
    .i_rx(i_rx),
    .i_s_tick(s_tick),
    .i_d_num(i_d_num),
    .i_s_num(i_s_num),
    .i_par(i_par),
    .o_err(o_err),
    .o_rx_done(rx_done),
    .o_rx_data(data)
  );
endmodule

===== flow/constraint.sdc =====
current_design rx_top

set clk_period 5.7
set clk_io_pct 0.2

create_clock -name clk0 -period $clk_period [get_ports {i_clk}]

set non_clock_inputs [all_inputs -no_clocks]
set_input_delay [expr $clk_period * $clk_io_pct] -clock clk0 $non_clock_inputs
set_output_delay [expr $clk_period * $clk_io_pct] -clock clk0 [all_outputs]

===== flow/config.mk =====
export PLATFORM = sky130hd
export DESIGN_NAME = rx_top
export DESIGN_NICKNAME = rx_top
export VERILOG_FILES = /design/flow/design.v
export SDC_FILE = /design/flow/constraint.sdc
export NUM_CORES = 4
export LEC_CHECK = 1
export CORE_UTILIZATION = 40

==> out/results.ini <==
[synthesis]
ys_cells=1103
ys_seq_share_pct=30.6
synth.distinct_cells=112
post_synth_tally_of_flip_flops_with_integrated_enable=64
mappedNetlistArea_mm2=0.00987
yosysChipArea_mm2=0.00987
yosys_warnings=4
post_synth.cell_area_avg_um2=8.95
synthFlopType=edfxtp_1
async_flop_share_pct=40.7
ys.flops=108
syn_inst=1103

[cts]
insertion_delay_to_the_later_sink_of_the_worst_skew_pair_ns=0.35
cts_sinks=108
cts.path.max_buffers=2
cts_tree=yes
tritoncts.num_buffers=9
htree_levels=3
clock_tree.root_cell=clkbuf_16
worst_setup_hold_path_clk_slew_ns=0.07

[timing]
max_slew.worst_pin.slew_ns=0.755
fin_worst_skew_ns=0.00762
post-route-period-util_pct=258
final-max-slew-violation-count=0
max-slew-margin-rel_pct=49.7
finalSetupViolCount=108
timing.final.ws_setup_ns=-9.02
clock.fmax_mhz=68.0
timing_hold_violations_final=0
period_minus_ws_final_ns=14.72
grt_setup_unrepaired=yes

[pwr]
max-vdd-ir-drop_v=0.000152
leakage_nw=6.02
power-per-cell-area_mw_per_mm2=156

[grt]
antenna_found_initial=0
overflow=0
grt_first_pass_wirelength_um=51100
grt_pass1_vias=9816
maximum_number_of_pins_on_one_net_before_global_route_repair=46
grt_util_all_layers_pct=25.9

[critical_path]
critPathMaxStageDelay_ns=0.61
worstSetupStartpointType=input port
timing.critical_path.arrival_ns=14.95
critical_path.endpoint_type=flop
worst_ep_required_time_ns=5.93
path_common_cell=a21oi_2
critical_path_peak_fanout=7
timing.critical_path.buf_inv=9
critical-path-slowest-cell=or4b_4
timing.critical_path.max_delay_family=AND-OR/OR-AND gates
timing.critical_path.depth=74
r2r.worst_path.cells=8
criticalPathCategory=input port to flop

[finish]
lay_top_cells=329 x buf_4, 94 x nor2_1, 87 x nand2_1
fillerInstances=1972
area_delta_synth_final_pct=46.5
layout_top_cell_excl_fill_tap=buf_4
non_filler_instances=1776
largest_register_ffs=64
share_of_final_layout_standard_cells_stronger_than_drive_strength_1_pct=40.4

[placed_design]
portBuffers=21
post-dp-hpwl_um=22700
final_replace_weighted_congestion=0.965
dp.cells=1698
preCtsSetupSlack_ns=-10.37

[floorplan]
core_util_floorplan_pct=40.7
die_y_um=159
die_area_mm2=0.0253
rows=57
die_w_um=159
io_pins=22
fp.coreArea_mm2=0.0242

[min_path]
worst_hold_path.num_cells=1
holdCritPathClass=flop to flop

[flow_run]
log.warning_count=55
drv_cap=0

[route]
drt-wirelength-per-cell_um=17.8
drt_first_iter_violations=730
detail-route-antenna-nets=0
drt_drc_violations_left=0
vias=10086
total_wirelength_um=31600
antenna-diode-count=0
first_pass_iters=5
detail_route.vias_per_cell=5.68

[run_status]
failed_checks=setup timing
run_status=complete, but fails checks

-- what timing repair did --
item | CTS | global route
pin swaps | 52 | 21
endpoints found under the setup margin | 108 | 108
cloned | 1 | 0
hold endpoints to repair | 0 | 0
resized | 84 | 38
hold buffers | 0 | 0
buffers inserted | 51 | 13
-- layout make-up --
| type | instances | area (µm²) | area share, % |
|---|---|---|---|
| inverter | 37 | 158 | 1.09 |
| timing repair buffer | 381 | 3140 | 21.7 |
| clock inverter | 6 | 53.8 | 0.372 |
| multi-input combinational | 910 | 7450 | 51.5 |
| clock buffer | 10 | 229 | 1.58 |
| tap | 324 | 405 | 2.80 |
| sequential | 108 | 3020 | 20.9 |
-- layer usage --
layer | up-vias | routed length, µm | GRT usage, %
li1 | 4912 | - | -
met1 | 4760 | 14900 | 40.5
met2 | 382 | 14100 | 39.0
met3 | 32 | 2310 | 5.82
met4 | 0 | 271 | 2.49
met5 | - | 0 | 0.568
-- through the flow --
stage	instance area [µm²]	hold WS [ns]	TNS, ns	util (%)	total power [mW]
CTS	14200	0.517	-958.89	58.4	2.24
global route	14500	0.530	-1027.52	59.6	2.36
finish	14500	0.519	-958.52	59.6	2.26
global placement	13100	0.491	-1085.41	54.2	1.59
detailed placement	13100	0.495	-1105.51	54.2	1.59
floorplan	10500	0.470	-1058.76	-	1.26
-- power by group --
group / total, mW / switching, mW / internal (mW)
registers: 0.821 / 0 / 0.821
clock network: 0.594 / 0.289 / 0.305
logic: 0.846 / 0.443 / 0.403
total: 2.26 / 0.732 / 1.53
-- worst register-to-register path, cell delays in order (launching register included) --
cell	delay (ns)
dfrtp_1	0.43
nor4b_1	0.37
a21oi_1	0.17
nor3_1	0.28
nand3_1	0.15
or4_4	0.58
and2_4	0.18
a21o_1	0.22
mux2_4	0.31
-- synth_stat cells (23+ instances only) --
master	number	area [µm²]
nor2_1	109	409
nand2_1	92	345
edfxtp_1	64	1920
a21oi_1	56	280
ha_1	56	701
dfrtp_1	43	1080
o21ai_0	42	210
nor3_1	36	180
nand3_1	35	175
inv_1	34	128
clkbuf_1	33	124
xnor2_1	30	263
mux2_2	27	304
a31oi_1	23	144
-- worst paths after layout --
path	start	end	slack (ns)
max in group asynchronous	i_rst_n	rx_u.state_reg[1]	4.43
worst min register to register	rx_u.b_reg[0]	rx_u.b_reg[0]	0.52
worst max-delay path	i_bd_rate[0]	rx_u.s_reg[4]	-9.02
min in group asynchronous	i_rst_n	rx_u.b_reg[0]	0.86
worst max register to register	baud_rate_generator_u.counter[9]	rx_u.s_reg[4]	2.89
worst min-delay path	rx_u.b_reg[0]	rx_u.b_reg[0]	0.52
-- kinds of logic (layout without fill, tap and decap cells) --
family | Yosys count | after routing | synth area share, %
fa+ha+maj | 56 | 56 | 7.10
xor+xnor | 54 | 54 | 5.24
other cells | 1 | 1 | 0.0380
mux | 62 | 62 | 7.14
simple gates | 423 | 423 | 22.5
buf+inv | 85 | 434 | 3.42
flops | 108 | 108 | 30.6
compound gates | 314 | 314 | 23.9
Power is estimated from default activity; no workload was simulated.
